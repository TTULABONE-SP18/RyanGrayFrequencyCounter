**flow/run.sh**
```bash
#!/bin/bash
# OpenROAD 26Q1-2900-gdf79404cd8, Yosys 0.63+post, stock flow scripts
make -C /OpenROAD-flow-scripts/flow DESIGN_CONFIG=/design/flow/config.mk WORK_HOME=/design/flow/orfs finish
```
**flow/constraint.sdc**
```tcl
current_design SevenSegDisplay

set clk_period 4.7
set clk_io_pct 0.2

create_clock -name clk0 -period $clk_period [get_ports {clk}]

set non_clock_inputs [all_inputs -no_clocks]
set_input_delay [expr $clk_period * $clk_io_pct] -clock clk0 $non_clock_inputs
set_output_delay [expr $clk_period * $clk_io_pct] -clock clk0 [all_outputs]
```
**flow/config.mk**
```make
export PLATFORM = sky130hd
export DESIGN_NAME = SevenSegDisplay
export DESIGN_NICKNAME = SevenSegDisplay
export VERILOG_FILES = /design/flow/design.v
export SDC_FILE = /design/flow/constraint.sdc
export NUM_CORES = 4
export LEC_CHECK = 1
export CORE_UTILIZATION = 30
```
**flow/design.v**
```verilog
`timescale 1ns / 1ps
module BCD(freq,thous,hunds,tens,ones);
    input [15:0] freq;  
    output [3:0] thous;  
    output [3:0] hunds;  
    output [3:0] tens;  
    output [3:0] ones;  
    integer i; 
    reg [3:0] thous_temp;  
    reg [3:0] hunds_temp;  
    reg [3:0] tens_temp;  
    reg [3:0] ones_temp;  
    always @(freq)
    begin 
        thous_temp=0;  
        hunds_temp=0;  
        tens_temp=0;  
        ones_temp=0;  
        for (i=0; i <= 15; i = i+1)
        begin
            if (thous_temp > 4)
                thous_temp <= thous_temp + 3;
            if (hunds_temp > 4)
                hunds_temp <= hunds_temp + 3;
            if (tens_temp > 4)
                tens_temp <= tens_temp + 3;
            if (ones_temp > 4)
                ones_temp <= ones_temp + 3;
            thous_temp = thous_temp << 1;
                thous_temp[0] = hunds_temp[3];
            hunds_temp = hunds_temp << 1;
                hunds_temp[0] = tens_temp[3];
            tens_temp = tens_temp << 1;
                tens_temp[0] = ones_temp[3];
            ones_temp = ones_temp << 1;
                ones_temp[0] = freq[i];
        end
    end
    assign thous = thous_temp;
    assign hunds = hunds_temp;
    assign tens = tens_temp;
    assign ones = ones_temp;
endmodule
`timescale 1ns / 1ps
module InputFreq(clk,Infreq,freq);
    input clk;  
    input Infreq;  
    output wire [15:0] freq;  
    (* keep = "true" *)reg [31:0] counter = 0;
    (* keep = "true" *)reg [15:0] freq_temp = 0; 
    (* keep = "true" *)reg edge_check = 0; 
    always @(posedge clk)
    begin
            if (counter <= 100000000)
              begin
                counter = counter + 1;                 
                  if (!edge_check & Infreq)
                  begin
                        freq_temp <= freq_temp + 1;
                  end
               end 
            else
                begin
                      counter <= 0; 
                      freq_temp <= 0; 
                 end    
             edge_check = Infreq;     
    end
    assign freq = freq_temp + freq_temp;
endmodule
`timescale 1ns / 1ps
module SevenSegDisplay(
   input clk, reset, Infreq,
   output a, b, c, d, e, f, g, dp,  
   output [3:0] enable  
);
    localparam B = 21;  
    (* keep = "true" *)reg [B-1:0] count = 0;
    wire [15:0] freq;
    wire [3:0] thous,hunds, tens, ones; 
    InputFreq InputFreq(clk,Infreq,freq);  
    BCD BCD(freq,thous,hunds,tens,ones);  
    always @(posedge clk)
    begin
        if (reset)
           count <= 0;
        else
           count <= count + 1;
    end
    reg [6:0]sseg;  
    reg [3:0]enable_temp = 0;  
    always @ (*)
     begin
      case(count[B-1:B-2])  
       2'b00 :   
        begin
         sseg = ones;
         enable_temp = 4'b1110;
        end
       2'b01:   
        begin
         sseg = tens;
         enable_temp = 4'b1101;
        end
       2'b10:   
        begin
         sseg = hunds;
         enable_temp = 4'b1011;
        end
       2'b11:   
        begin
         sseg = thous;
         enable_temp = 4'b0111;
        end
      endcase
     end
     assign enable = enable_temp; 
    reg [6:0] sseg_temp;  
    always @ (*)
     begin
      case(sseg)
       4'b0000 : sseg_temp = 7'b1000000;  
       4'b0001 : sseg_temp = 7'b1111001;  
       4'b0010 : sseg_temp = 7'b0100100;  
       4'b0011 : sseg_temp = 7'b0110000;  
       4'b0100 : sseg_temp = 7'b0011001;  
       4'b0101 : sseg_temp = 7'b0010010;  
       4'b0110 : sseg_temp = 7'b0000010;  
       4'b0111 : sseg_temp = 7'b1111000;  
       4'b1000 : sseg_temp = 7'b0000000;  
       4'b1001 : sseg_temp = 7'b0010000;  
       default : sseg_temp = 7'b1000000;
      endcase
     end
    assign {g, f, e, d, c, b, a} = sseg_temp;  
    assign dp = 1'b1;  
endmodule
```
==> reports/results.tsv <==
metric	value	unit
status	finished clean	
initial antenna violation count	0	
HP Class	reg2reg	
final hold vios	0	
max-cap viol count	0	
number of fill cells	1076	
CTS H-Tree Depth	3	
Synth Cell Area	3330	µm²
DRC viols	0	
met1 Use GR	15.8	%
peak supply drop	0.131	mV
FMAX	0.278	GHz
Ys Warns	3	
total wire length	5.34	mm
vias in the first global route	2123	
final setup margin	1.10	ns
Worst-Margin Slew	0.730	ns
Seq pwr share	51.2	%
Logic pwr share	1.2	%
largest fanout on the critical path	10	
end of the critical path	d	
hold depth	1	
gr busiest metal	met1	
DR vias/cell	4.49	
io pins	15	
Resize count post-CTS	0	
first-pass GRT wire length	9.65	mm
crit share post-route	76.6	%
DRC violation total after the first TritonRoute iteration	102	
cts hold-fix bufs	0	
Vias	2330	
leakage power	1.20	nW
area grow syn2layout	14.1	%
post-DP HPWL	3.53	mm
clock-pin slew on the worst setup and hold paths	0.09	ns
most frequent logic cell in the layout	dfxtp_1	
core box area	10800	µm²
Root Driver	clkbuf_8	
Worst R2R Start	InputFreq.counter[18]$_SDFF_PN0_	
Setup Fix Bufs, Post-CTS	0	
Final Slew Violations	0	
crit path from	count[20]$_SDFF_PP0_	
Power Density	304	nW/µm²
max_slew headroom	51.2	%
Clock Sinks	69	
largest net degree at the start of global routing	42	
final instance area	3800	µm²
Power Internal	0.902	mW
CTS tree	yes	
GR Util met2	15.7	%
fin util	35.1	%
Die ar.	11500	µm²
syn avg cell area	9.28	µm²
Log Warnings	28	
Reg2Reg Depth	6	
Setup Viol. Count Final	0	
Worst Setup End Kind	output pin	
clock latency on the worst-skew pair	0.34	ns
FF-to-FF setup slack	2.58	ns
RD Place Congestion	0.797	
Worst Path Required	3.76	ns
Die Wd	107	µm
total global-route track usage	10.4	%
unrepaired setup endpoints after global routing	false	
Fin Setup TNS	0	ns
GR Layer Usage met3	2.59	%
final worst path period need	3.60	ns
total CTS buffers	9	
reg2reg end	InputFreq.freq_temp[11]$_SDFFE_PN0P_	
Post-Synthesis Cells	359	
switching share of power	21.9	%
kind of critical path	reg2out	
worst setup slack after placement	1.47	ns
Max clock buf depth	2	
Critical Path Source Type	register	
Ant. Diodes	0	
Clk pwr share	47.6	%
Die Y	107	µm
PortBufs	13	
Floorplan Utilization	30.7	%
switching pwr	0.254	mW
Post-DRT Antenna Nets	0	
drt pass-1 iters	4	
Placement Cell Area	3570	µm²
Top Layout Cells	dfxtp_1, nor2_2, xor2_1	
Rows	38	
CP Data Arrival Time	2.66	ns
layout cells sized above 1	18.7	%
gr ovfl total	0	
Avg WL per Cell	10.3	µm
Setup Skew	0.0119	ns
-- registers in the layout, summed over array words and instances, names as in the netlist --
register              cells
InputFreq.edge_check      1
InputFreq.freq_temp      15
count                    21
InputFreq.counter        32
-- layout make-up --
type,instances,area [µm²],area share [%]
clock buffers,9,124,3.26
clock inverters,7,108,2.83
inverters,12,45.0,1.18
multi-input cells,268,1830,48.2
flip-flops and latches,69,1380,36.3
well taps,140,175,4.61
repair buffers,14,138,3.62
-- worst max-delay path, cell delays in order, from the launching register on --
cell and delay, ns:
dfxtp_1 0.59, mux4_2 0.61, inv_1 0.13, ha_1 0.23, nand2b_1 0.13, a21oi_1 0.15
clkdlybuf4s50_1 0.47
-- power groups by stage --
| stage | combinational [mW] | clock, mW | sequential (mW) |
|---|---|---|---|
| CTS | 0.0142 | 0.569 | 0.591 |
| global route | 0.0158 | 0.589 | 0.592 |
| finish | 0.0139 | 0.550 | 0.591 |
-- per-layer routing --
layer / part of all wire (%) / vias to the layer above / wire (µm)
met5: 0 / - / 0
met1: 54 / 1059 / 2860
met2: 42 / 26 / 2240
met3: 3.4 / 6 / 183
met4: 0.96 / 0 / 51
li1: - / 1239 / -
-- worst min-delay path by stage --
stage	from	endpoint
after global routing	count[0]$_SDFF_PP0_	count[0]$_SDFF_PP0_
after CTS	count[0]$_SDFF_PP0_	count[0]$_SDFF_PP0_
final	count[0]$_SDFF_PP0_	count[0]$_SDFF_PP0_
-- per-stage QoR --
stage | power (mW) | std cells | hold WS (ns)
4_1_cts | 1.17 | 519 | 0.447
2_1_floorplan | 0.617 | 363 | 0.413
3_3_place_gp | 0.619 | 503 | 0.426
6_report | 1.16 | 519 | 0.446
3_5_place_dp | 0.619 | 503 | 0.435
5_1_grt | 1.20 | 519 | 0.500
Power is estimated from default activity; no workload was simulated.
